==> design.v <==
module pre_encoding_CC#(
    parameter DATA_WIDTH = 8
)(
    input   [DATA_WIDTH - 1 : 0]    data_A,
    input   [DATA_WIDTH - 1 : 0]    data_B,
    input   [DATA_WIDTH - 1 : 0]    e,
    input   [DATA_WIDTH - 1 : 0]    g,
    input   [DATA_WIDTH - 1 : 0]    s,
    output  [DATA_WIDTH - 1 : 0]    string_n_pos,
    output  [DATA_WIDTH - 1 : 0]    string_z_pos,
    output  [DATA_WIDTH - 1 : 0]    string_p_pos,
    output  [DATA_WIDTH - 1 : 0]    string_n_neg,
    output  [DATA_WIDTH - 1 : 0]    string_z_neg,
    output  [DATA_WIDTH - 1 : 0]    string_p_neg
);
    generate for(genvar i = DATA_WIDTH - 1; i >= 0; i = i - 1) begin : for_pos_CC
        if(i > 0)
            assign string_p_pos[i] = (g[i] | s[i]) & ~s[i - 1];
        else
            assign string_p_pos[i] = g[i] | s[i];
        if(i == DATA_WIDTH - 1)
            assign string_n_pos[i] = s[i];
        else
            assign string_n_pos[i] = e[i + 1] & s[i];
    end
    endgenerate
    assign string_z_pos = ~string_p_pos & ~string_n_pos;
    generate for(genvar i = DATA_WIDTH - 1; i >= 0; i = i - 1) begin : for_neg_CC
        if(i > 0)
            assign string_n_neg[i] = (s[i] | g[i]) & ~g[i - 1];
        else
            assign string_n_neg[i] = s[i] | g[i];
        if(i == DATA_WIDTH - 1)
            assign string_p_neg[i] = g[i];
        else
            assign string_p_neg[i] = e[i + 1] & g[i];
    end
    endgenerate
    assign string_z_neg = ~string_p_neg & ~string_n_neg;
endmodule
module pre_encoding_LO#(
    parameter DATA_WIDTH = 8
)(
    input   [DATA_WIDTH - 1 : 0]    data_A,
    input   [DATA_WIDTH - 1 : 0]    data_B,
    output  [DATA_WIDTH - 1 : 0]    e,
    output  [DATA_WIDTH - 1 : 0]    g,
    output  [DATA_WIDTH - 1 : 0]    s,
    output  [DATA_WIDTH - 1 : 0]    string_f
);
    assign e =
         (data_A & data_B) | ~(data_A | data_B);  
    assign g =
        data_A & ~data_B;  
    assign s =
        ~data_A & data_B;  
    generate for(genvar i = DATA_WIDTH - 1; i >= 0; i = i - 1) begin : for_LO
        if(i == DATA_WIDTH - 1)
            assign string_f[i] =
                g[i] & ~s[i - 1] | s[i] & ~g[i - 1];
        else if(i > 0)
            assign string_f[i] =
                 e[i + 1] & (g[i] & ~s[i - 1] | s[i] & ~g[i - 1]) |
                ~e[i + 1] & (s[i] & ~s[i - 1] | g[i] & ~g[i - 1]);
        else
            assign string_f[i] =
                 e[i + 1] & (g[i] | s[i])   |
                ~e[i + 1] & (s[i] | g[i])   ;
    end
    endgenerate
endmodule
module pre_encoding #(
    parameter DATA_WIDTH    = 8
)(
    input   [DATA_WIDTH - 1 : 0]    data_A,
    input   [DATA_WIDTH - 1 : 0]    data_B,
    output  [DATA_WIDTH - 1 : 0]    string_n_pos,  
    output  [DATA_WIDTH - 1 : 0]    string_z_pos,  
    output  [DATA_WIDTH - 1 : 0]    string_p_pos,  
    output  [DATA_WIDTH - 1 : 0]    string_n_neg,  
    output  [DATA_WIDTH - 1 : 0]    string_z_neg,  
    output  [DATA_WIDTH - 1 : 0]    string_p_neg,  
    output  [DATA_WIDTH - 1 : 0]    string_f   
);
    wire    [DATA_WIDTH - 1 : 0]    e;
    wire    [DATA_WIDTH - 1 : 0]    g;
    wire    [DATA_WIDTH - 1 : 0]    s;
    pre_encoding_LO #(
        .DATA_WIDTH (DATA_WIDTH)
    ) PELO (.data_A    (data_A),
         .data_B    (data_B),
         .e         (e),
         .g         (g),
         .s         (s),
         .string_f  (string_f)
    );
    pre_encoding_CC #(
        .DATA_WIDTH      (DATA_WIDTH)
    ) PECC (
        .data_A          (data_A),
        .data_B          (data_B),
        .e               (e),
        .g               (g),
        .s               (s),
        .string_n_pos    (string_n_pos),
        .string_z_pos    (string_z_pos),
        .string_p_pos    (string_p_pos),
        .string_n_neg    (string_n_neg),
        .string_z_neg    (string_z_neg),
        .string_p_neg    (string_p_neg)
    );
endmodule
module DT_node_pos_rec #(
    parameter DATA_WIDTH_CURR   = 8
)(
    input   [DATA_WIDTH_CURR - 1 : 0]   string_n_pos,
    input   [DATA_WIDTH_CURR - 1 : 0]   string_z_pos,
    input   [DATA_WIDTH_CURR - 1 : 0]   string_p_pos,
    output                              Z_pos,
    output                              P_pos,
    output                              N_pos,
    output                              Y_pos
);
    generate if(DATA_WIDTH_CURR > 2) begin
        wire Z_pos_prev_0;
        wire P_pos_prev_0;
        wire N_pos_prev_0;
        wire Y_pos_prev_0;
        wire Z_pos_prev_1;
        wire P_pos_prev_1;
        wire N_pos_prev_1;
        wire Y_pos_prev_1;
        localparam DATA_WIDTH_PREV  = DATA_WIDTH_CURR / 2;
        wire    [DATA_WIDTH_PREV - 1 : 0]   string_n_pos_prev_0 =
            string_n_pos [DATA_WIDTH_PREV * 2 - 1 : DATA_WIDTH_PREV];
        wire    [DATA_WIDTH_PREV - 1 : 0]   string_z_pos_prev_0 =
            string_z_pos [DATA_WIDTH_PREV * 2 - 1 : DATA_WIDTH_PREV];
        wire    [DATA_WIDTH_PREV - 1 : 0]   string_p_pos_prev_0 =
            string_p_pos [DATA_WIDTH_PREV * 2 - 1 : DATA_WIDTH_PREV];
        wire    [DATA_WIDTH_PREV - 1 : 0]   string_n_pos_prev_1 =
            string_n_pos [DATA_WIDTH_PREV - 1 : 0];
        wire    [DATA_WIDTH_PREV - 1 : 0]   string_z_pos_prev_1=
            string_z_pos [DATA_WIDTH_PREV - 1 : 0];
        wire    [DATA_WIDTH_PREV - 1 : 0]   string_p_pos_prev_1=
            string_p_pos [DATA_WIDTH_PREV - 1 : 0];
        DT_node_pos_rec #(
            .DATA_WIDTH_CURR    (DATA_WIDTH_PREV)
        ) DTN_pos_rec_prev_0 (
            .string_n_pos       (string_n_pos_prev_0),
            .string_z_pos       (string_z_pos_prev_0),
            .string_p_pos       (string_p_pos_prev_0),
            .Z_pos              (Z_pos_prev_0),
            .P_pos              (P_pos_prev_0),
            .N_pos              (N_pos_prev_0),
            .Y_pos              (Y_pos_prev_0)
        );
        DT_node_pos_rec #(
            .DATA_WIDTH_CURR    (DATA_WIDTH_PREV)
        ) DTN_pos_rec_prev_1 (
            .string_n_pos       (string_n_pos_prev_1),
            .string_z_pos       (string_z_pos_prev_1),
            .string_p_pos       (string_p_pos_prev_1),
            .Z_pos              (Z_pos_prev_1),
            .P_pos              (P_pos_prev_1),
            .N_pos              (N_pos_prev_1),
            .Y_pos              (Y_pos_prev_1)
        );
        assign Z_pos = Z_pos_prev_0 & Z_pos_prev_1;
        assign P_pos = Z_pos_prev_0 & P_pos_prev_1   |
                       P_pos_prev_0 & Z_pos_prev_1;
        assign N_pos = N_pos_prev_0 |
                       Z_pos_prev_0 & N_pos_prev_1;
        assign Y_pos = Y_pos_prev_0 |
                       Z_pos_prev_0 & Y_pos_prev_1  |
                       P_pos_prev_0 & N_pos_prev_1;
    end
    else if(DATA_WIDTH_CURR == 2) begin
        assign Z_pos = string_z_pos[1] & string_z_pos[0];
        assign P_pos = string_z_pos[1] & string_p_pos[0]  |
                       string_z_pos[0] & string_p_pos[1] ;
        assign N_pos = string_n_pos[1] |
                       string_z_pos[1] & string_n_pos[0];
        assign Y_pos = string_p_pos[1] & string_n_pos[0];
    end
    endgenerate
endmodule
module DT_node_neg_rec #(
    parameter DATA_WIDTH_CURR   = 8
)(
    input   [DATA_WIDTH_CURR - 1 : 0]   string_n_neg,
    input   [DATA_WIDTH_CURR - 1 : 0]   string_z_neg,
    input   [DATA_WIDTH_CURR - 1 : 0]   string_p_neg,
    output                              Z_neg,
    output                              N_neg,
    output                              P_neg,
    output                              Y_neg
);
    generate if(DATA_WIDTH_CURR > 2) begin
        wire Z_neg_prev_0;
        wire N_neg_prev_0;
        wire P_neg_prev_0;
        wire Y_neg_prev_0;
        wire Z_neg_prev_1;
        wire N_neg_prev_1;
        wire P_neg_prev_1;
        wire Y_neg_prev_1;
        localparam DATA_WIDTH_PREV = DATA_WIDTH_CURR / 2;
        wire [DATA_WIDTH_PREV - 1 : 0] string_n_neg_prev_0 =
                                       string_n_neg [DATA_WIDTH_PREV * 2 - 1 : DATA_WIDTH_PREV];
        wire [DATA_WIDTH_PREV - 1 : 0] string_z_neg_prev_0 =
                                       string_z_neg [DATA_WIDTH_PREV * 2 - 1 : DATA_WIDTH_PREV];
        wire [DATA_WIDTH_PREV - 1 : 0] string_p_neg_prev_0 =
                                       string_p_neg [DATA_WIDTH_PREV * 2 - 1 : DATA_WIDTH_PREV];
        wire [DATA_WIDTH_PREV - 1 : 0] string_n_neg_prev_1 =
                                       string_n_neg [DATA_WIDTH_PREV - 1 : 0];
        wire [DATA_WIDTH_PREV - 1 : 0] string_z_neg_prev_1=
                                       string_z_neg [DATA_WIDTH_PREV - 1 : 0];
        wire [DATA_WIDTH_PREV - 1 : 0] string_p_neg_prev_1=
                                       string_p_neg [DATA_WIDTH_PREV - 1 : 0];
        DT_node_neg_rec #(
            .DATA_WIDTH_CURR    (DATA_WIDTH_PREV)
        ) DTN_neg_rec_prev_0 (
            .string_n_neg       (string_n_neg_prev_0),
            .string_z_neg       (string_z_neg_prev_0),
            .string_p_neg       (string_p_neg_prev_0),
            .Z_neg              (Z_neg_prev_0),
            .N_neg              (N_neg_prev_0),
            .P_neg              (P_neg_prev_0),
            .Y_neg              (Y_neg_prev_0)
        );
        DT_node_neg_rec #(
            .DATA_WIDTH_CURR    (DATA_WIDTH_PREV)
        ) DTN_neg_rec_prev_1 (
            .string_n_neg       (string_n_neg_prev_1),
            .string_z_neg       (string_z_neg_prev_1),
            .string_p_neg       (string_p_neg_prev_1),
            .Z_neg              (Z_neg_prev_1),
            .N_neg              (N_neg_prev_1),
            .P_neg              (P_neg_prev_1),
            .Y_neg              (Y_neg_prev_1)
        );
        assign Z_neg = Z_neg_prev_0 & Z_neg_prev_1;
        assign N_neg = Z_neg_prev_0 & N_neg_prev_1   |
                       N_neg_prev_0 & Z_neg_prev_1;
        assign P_neg = P_neg_prev_0 |
                       Z_neg_prev_0 & P_neg_prev_1;
        assign Y_neg = Y_neg_prev_0 |
                       Z_neg_prev_0 & Y_neg_prev_1  |
                       N_neg_prev_0 & P_neg_prev_1;
    end
    else if(DATA_WIDTH_CURR == 2) begin
        assign Z_neg = string_z_neg[1] & string_z_neg[0];
        assign N_neg = string_z_neg[1] & string_n_neg[0]  |
                       string_z_neg[0] & string_n_neg[1];
        assign P_neg = string_p_neg[1] |
                       string_z_neg[1] & string_p_neg[0];
        assign Y_neg = string_n_neg[1] & string_p_neg[0];
    end
    endgenerate
endmodule
module detection_tree#(
    parameter DATA_WIDTH    = 8
)(
    input   [DATA_WIDTH - 1 : 0]    string_n_pos,
    input   [DATA_WIDTH - 1 : 0]    string_z_pos,
    input   [DATA_WIDTH - 1 : 0]    string_p_pos,
    input   [DATA_WIDTH - 1 : 0]    string_n_neg,
    input   [DATA_WIDTH - 1 : 0]    string_z_neg,
    input   [DATA_WIDTH - 1 : 0]    string_p_neg,
    output                          nshift_correct
);
    wire Y_pos;
    wire Y_neg;
    wire N_pos;
    wire P_neg;
    DT_node_pos_rec #(
        .DATA_WIDTH_CURR(DATA_WIDTH)
    ) DTN_pos (
        .string_n_pos   (string_n_pos),
        .string_z_pos   (string_z_pos),
        .string_p_pos   (string_p_pos),
        .N_pos          (N_pos),
        .Y_pos          (Y_pos),
        .P_pos          (),
        .Z_pos          ()
    );
    DT_node_neg_rec #(
        .DATA_WIDTH_CURR(DATA_WIDTH)
    ) DTN_neg (
        .string_n_neg   (string_n_neg),
        .string_z_neg   (string_z_neg),
        .string_p_neg   (string_p_neg),
        .P_neg          (P_neg),
        .Y_neg          (Y_neg),
        .N_neg          (),
        .Z_neg          ()
    );
    wire nshift_correct_pos = Y_pos & ~N_pos;
    wire nshift_correct_neg = Y_neg & ~P_neg;
    assign nshift_correct = nshift_correct_pos | nshift_correct_neg;
endmodule
module LOD_rec #(
    parameter LOD_REC_NUM       = 0,  
    parameter DATA_WIDTH_CURR   = 8,  
    parameter POS_WIDTH         = $clog2(DATA_WIDTH_CURR),  
    parameter POS_PREV_WIDTH    = POS_WIDTH - 1
)(
    input   [DATA_WIDTH_CURR - 1 : 0]   string_f_part,
    output  [POS_WIDTH - 1 : 0]         pos,
    output                              not_zero
);
    generate
        if(DATA_WIDTH_CURR > 2) begin
            wire    [POS_PREV_WIDTH - 1 : 0]    pos_prev_0;
            wire    [POS_PREV_WIDTH - 1 : 0]    pos_prev_1;
            wire                                not_zero_prev_0;
            wire                                not_zero_prev_1;
            assign not_zero = not_zero_prev_0 | not_zero_prev_1;
            wire    [POS_PREV_WIDTH - 1 : 0]    pos_choice =
                (not_zero_prev_0) ? pos_prev_0 : pos_prev_1;
            assign pos = {~not_zero_prev_0, pos_choice};
            localparam DATA_WIDTH_PREV      = DATA_WIDTH_CURR / 2;
            localparam LOD_REC_NUM_PREV_0   = LOD_REC_NUM;
            localparam LOD_REC_NUM_PREV_1   = LOD_REC_NUM + 1;
            wire    [DATA_WIDTH_PREV - 1 : 0]   string_f_part_prev_0 =
                string_f_part   [2 * DATA_WIDTH_PREV - 1 : DATA_WIDTH_PREV];
            wire    [DATA_WIDTH_PREV - 1 : 0]   string_f_part_prev_1 =
                string_f_part   [DATA_WIDTH_PREV - 1 : 0];
            LOD_rec #(
                .LOD_REC_NUM        (LOD_REC_NUM_PREV_0),
                .DATA_WIDTH_CURR    (DATA_WIDTH_PREV)
            ) LOD_rec_prev_0 (
                .string_f_part      (string_f_part_prev_0),
                .pos                (pos_prev_0),
                .not_zero           (not_zero_prev_0)
            );
            LOD_rec #(
                .LOD_REC_NUM        (LOD_REC_NUM_PREV_1),
                .DATA_WIDTH_CURR    (DATA_WIDTH_PREV)
            ) LOD_rec_prev_1 (
                .string_f_part      (string_f_part_prev_1),
                .pos                (pos_prev_1),
                .not_zero           (not_zero_prev_1)
            );
        end
        else if(DATA_WIDTH_CURR == 2) begin
            assign not_zero = string_f_part[1] | string_f_part[0];
            assign pos = (string_f_part[1]) ? 0 : 1;
        end
    endgenerate
endmodule
module encoding_tree#(
    parameter DATA_WIDTH    = 8,  
    parameter SHIFT_WIDTH   = $clog2(DATA_WIDTH)
)(
    input   [DATA_WIDTH - 1 : 0]    string_f,
    output  [SHIFT_WIDTH - 1 : 0]   nshift,
    output                          not_zero
);
    LOD_rec #(.DATA_WIDTH_CURR(DATA_WIDTH)) LOD (
        .string_f_part  (string_f),
        .pos            (nshift),
        .not_zero       (not_zero)
    );
endmodule
module LOP #(
    parameter DATA_WIDTH    = 8,
    parameter SHIFT_WIDTH   = $clog2(DATA_WIDTH)
)(
    input                               clk,
    input                               enable,  
    input       [DATA_WIDTH - 1 : 0]    data_A,
    input       [DATA_WIDTH - 1 : 0]    data_B,
    output reg  [SHIFT_WIDTH - 1 : 0]   nshift_r,
    output reg                          nshift_correct_r,
    output reg                          not_zero_r
);
    wire    [DATA_WIDTH - 1 : 0]   string_n_pos;
    wire    [DATA_WIDTH - 1 : 0]   string_z_pos;
    wire    [DATA_WIDTH - 1 : 0]   string_p_pos;
    wire    [DATA_WIDTH - 1 : 0]   string_n_neg;
    wire    [DATA_WIDTH - 1 : 0]   string_z_neg;
    wire    [DATA_WIDTH - 1 : 0]   string_p_neg;
    wire    [DATA_WIDTH - 1 : 0]   string_f;
    pre_encoding #(.DATA_WIDTH(DATA_WIDTH)) PE (
        .data_A         (data_A),
        .data_B         (data_B),
        .string_n_pos   (string_n_pos),
        .string_z_pos   (string_z_pos),
        .string_p_pos   (string_p_pos),
        .string_n_neg   (string_n_neg),
        .string_z_neg   (string_z_neg),
        .string_p_neg   (string_p_neg),
        .string_f       (string_f)
    );
    wire    [SHIFT_WIDTH - 1 : 0]   nshift;
    wire                            not_zero;
    encoding_tree #(
        .DATA_WIDTH     (DATA_WIDTH),
        .SHIFT_WIDTH    (SHIFT_WIDTH)
    ) ET (
        .string_f   (string_f),
        .nshift     (nshift),
        .not_zero   (not_zero)
    );
    wire                            nshift_correct;
    detection_tree #(
        .DATA_WIDTH(DATA_WIDTH)
    ) DT (
        .string_n_pos   (string_n_pos),
        .string_z_pos   (string_z_pos),
        .string_p_pos   (string_p_pos),
        .string_n_neg   (string_n_neg),
        .string_z_neg   (string_z_neg),
        .string_p_neg   (string_p_neg),
        .nshift_correct (nshift_correct)
    );
    always @(posedge clk)
        nshift_r <= (enable) ? nshift : nshift_r;
    always @(posedge clk)
        nshift_correct_r <= (enable) ? nshift_correct : nshift_correct_r;
    always @(posedge clk)
        not_zero_r <= (enable) ? not_zero:not_zero_r;
endmodule
==> run.sh <==
#!/bin/bash
# OpenROAD 26Q1-2900-gdf79404cd8, Yosys 0.63+post, stock flow scripts
make -C /OpenROAD-flow-scripts/flow DESIGN_CONFIG=/design/flow/config.mk WORK_HOME=/design/flow/orfs finish
==> config.mk <==
export PLATFORM = sky130hd
export DESIGN_NAME = LOP
export DESIGN_NICKNAME = LOP
export VERILOG_FILES = /design/flow/design.v
export SDC_FILE = /design/flow/constraint.sdc
export NUM_CORES = 4
export LEC_CHECK = 1
export CORE_AREA = 10 10 94 94
export DIE_AREA = 0 0 104 104
export SYNTH_HDL_FRONTEND = slang
==> constraint.sdc <==
current_design LOP

set clk_period 4.2
set clk_io_pct 0.2

create_clock -name clk0 -period $clk_period [get_ports {clk}]

set non_clock_inputs [all_inputs -no_clocks]
set_input_delay [expr $clk_period * $clk_io_pct] -clock clk0 $non_clock_inputs
set_output_delay [expr $clk_period * $clk_io_pct] -clock clk0 [all_outputs]
==> flow_summary_export.csv <==
group,metric,value,unit
global_route,track_usage,0.0555,
die,pin_count,23,
synthesis,ys_cells,158,
run,drv_cap,0,
die,rows,30,
clocking,hold_buffers,0,
setup_path,cp_cell_sequence,"clkdlybuf4s50_1 -> inv_1 -> ha_1 -> o22ai_1 -> o311ai_0 -> a31o_1 -> a211oi_1 -> o211ai_2",
power,seqPwrFrac,0.203,
route,route.detailed.drc,0,
power,peakVddDrop,0.0940,mV
place,place_area,1500,um^2
setup_path,endpoint_kind,"flip-flop",
place,dp_hpwl,2.50,mm
synthesis,numSynthFlops,5,
synthesis,ys_seq_frac,0.124,
route,wl_per_cell,11.0,um
synthesis,async_reset_ff_frac,0,
power,p_int,0.000207,W
sta,rsz0062_at_grt,"no",
setup_path,arrival,2950,ps
sta,hold_viol,0,
power,p_leak,0.643,nW
global_route,antenna_found_initial,0,
sta,finalCritPeriodShare,0.711,
clocking,cts_post_setup_buffers_inserted,0,
final_layout,mi_logic_area,912,um^2
clocking,cts_buffers,3,
final_layout,fillers,772,
clocking,cts.sinks,5,
power,powerDensity,207,nW/um^2
sta,hold_ws,1380,ps
clocking,cts.path.max_buffers,2,
route,finalWirelength,2.98,mm
global_route,grt_max_degree,16,
setup_path,cp_num_buf_inv,2,
global_route,grt_pass1_wl,5.22,mm
sta,fmax,335,MHz
sta,min_period,2990,ps
synthesis,ys_types,47,
die,core-area,6830,um^2
sta,fin_tns_setup,0,ps
global_route,grt_pass1_vias,1090,
synthesis,edf_count,5,
setup_path,critPathTopFamily,"AND-OR/OR-AND gates",
final_layout,areaGrowthSynthToFinish,27.4,%
clocking,root_buffer,"clkbuf_8",
die,fp.dieW,104,um
synthesis,syn_area,1210,um^2
route,antenna_cells,0,
synthesis,synth_warnings,0,
setup_path,slowest_stage,"ha_1",
place,io_buffers,22,
power,p_sw_frac,0.350,
die,fp.dieH,104,um
power,switching_power,0.000112,W
synthesis,avgSynthCellArea,7.66,um^2
setup_path,endpoint,"nshift_correct_r$_DFFE_PP_",
setup_path,cp.required,4160,ps
clocking,h-tree-depth,1,
status,status,"finished, final reports clean",
route,viasPerCell,4.37,
synthesis,ys.flop_type,"edfxtp_1",
sta,setup_viol,0,
sta,worst_slew_pin_slew,469,ps
run,warning_count,38,
sta,slew_headroom,0.688,
clocking,path_clk_slew,40,ps
synthesis,synthCells,158,
clocking,cts_resized,0,
setup_path,cp-startpoint,"data_A[5]",
final_layout,drive_gt1_frac,0.0400,
place,gp_congestion,0.850,
setup_path,max_stage_delay,490,ps
setup_path,path_class,"in2reg",
clocking,tritoncts,"done",
synthesis,synth_chip_area,1210,um^2
die,dieArea,10800,um^2
final_layout,fin_area,1540,um^2
route,antenna_left,0,
final_layout,register_area,150,um^2
route,first_iter_violations,124,
hold_path,min_path_type,"in2reg",
sta,final_max_slew_viol_count,0,
setup_path,path_depth,8,
power,comb_power_share,0.517,
power,p_clk_frac,0.280,
setup_path,start_kind,"primary input",
global_route,overflow,0,
die,initial_core_util,0.177,
setup_path,crit_path_max_fanout,15,
route,dr_total_vias,1184,
route,dr.pass1.iters,4,
-- final cells by class --
type                       instances  share of cell area
multi-input combinational        119               0.592
timing repair buffer              22               0.143
sequential                         5              0.0974
tap                               96              0.0779
inverter                          25              0.0609
clock buffer                       4              0.0292
-- sequential cells by signal, summed over array words and instances (netlist names) --
| name | cells |
|---|---|
| nshift_r | 3 |
| not_zero_r | 1 |
| nshift_correct_r | 1 |
-- through the flow --
stage | worst slack (ps) | util | cells | total power, W
finish | 1210 | 0.226 | 271 | 0.000319
global route | 1010 | 0.226 | 271 | 0.000350
detailed placement | 989 | 0.219 | 267 | 0.000230
floorplan | 1680 | - | 158 | 0.000180
global placement | 1030 | 0.219 | 267 | 0.000227
CTS | 1210 | 0.226 | 271 | 0.000322
-- placed cells by master, fill, tap and decap left out, types with 3 or more instances in the layout --
master           Yosys  final
inv_1               25     25
clkdlybuf4s50_1      0     22
ha_1                21     21
nor2_1              12     12
a21oi_1             10     10
o21ai_0              6      6
a31oi_1              6      6
nand2_1              6      6
mux2i_1              5      5
edfxtp_1             5      5
a22oi_1              4      4
o22ai_1              4      4
a211oi_1             4      4
nor3_1               4      4
a221oi_1             3      3
clkbuf_8             0      3
-- synthesized netlist by cell type (all sizes together) (3+ instances only) --
cell / count / share of area
a211oi: 4 / 0.025
a21oi: 10 / 0.041
a221oi: 3 / 0.022
a22oi: 4 / 0.025
a31oi: 6 / 0.031
buf: 6 / 0.034
clkbuf: 3 / 0.010
edfxtp: 5 / 0.12
ha: 21 / 0.22
inv: 25 / 0.078
mux2i: 5 / 0.041
nand2: 6 / 0.019
nor2: 12 / 0.037
nor3: 4 / 0.017
o21ai: 7 / 0.029
o22ai: 4 / 0.021
-- how the worst min path moves through the flow --
stage | start | to | cells past startpoint
4_1_cts | enable | not_zero_r$_DFFE_PP_ | 1
5_1_grt | enable | not_zero_r$_DFFE_PP_ | 1
6_report | enable | not_zero_r$_DFFE_PP_ | 1
-- layer usage --
metal | vias to the layer above | wire length [um] | GRT usage
li1 | 615 | - | -
met1 | 540 | 1620 | 0.0834
met2 | 27 | 1180 | 0.0788
met3 | 2 | 169 | 0.0175
met4 | 0 | 6 | 0.00199
met5 | - | 0 | 0
-- power groups by stage --
stage	clock, W	combinational (W)	sequential [W]
final	0.0000892	0.000165	0.0000649
after global routing	0.0000972	0.000187	0.0000656
after CTS	0.0000916	0.000165	0.0000649
-- cells by family after synthesis --
| kind of cell | count (synthesis) | synth area share |
|---|---|---|
| compound gates | 56 | 0.324 |
| xor+xnor | 4 | 0.0290 |
| fa+ha+maj | 21 | 0.217 |
| buf+inv | 34 | 0.122 |
| flops | 5 | 0.124 |
| mux | 5 | 0.0414 |
| simple gates | 33 | 0.143 |
No activity file was given, so power comes from the tool's default toggle rates.
